<file path="design/flow/run.sh">
#!/bin/bash
# OpenROAD 26Q1-2900-gdf79404cd8, Yosys 0.63+post, stock flow scripts
make -C /OpenROAD-flow-scripts/flow DESIGN_CONFIG=/design/flow/config.mk WORK_HOME=/design/flow/orfs finish
</file>
<file path="design/flow/config.mk">
export PLATFORM = sky130hd
export DESIGN_NAME = clock_divider
export DESIGN_NICKNAME = clock_divider
export VERILOG_FILES = /design/flow/design.v
export SDC_FILE = /design/flow/constraint.sdc
export NUM_CORES = 4
export LEC_CHECK = 1
export CORE_AREA = 10 10 97 97
export DIE_AREA = 0 0 107 107
</file>
<file path="design/flow/constraint.sdc">
current_design clock_divider

set clk_period 5.0
set clk_io_pct 0.2

create_clock -name clk0 -period $clk_period [get_ports {main_clk}]

set non_clock_inputs [all_inputs -no_clocks]
set_input_delay [expr $clk_period * $clk_io_pct] -clock clk0 $non_clock_inputs
set_output_delay [expr $clk_period * $clk_io_pct] -clock clk0 [all_outputs]
</file>
<file path="design/flow/design.v">
`timescale 1ns / 1ps
module clock_divider(main_clk,slow_clk);
input main_clk;
output slow_clk;
reg [31:0]counter;
always@(posedge main_clk)
begin
counter <= counter + 1;
end                     
assign slow_clk = counter[28];
endmodule
</file>
==> flow_summary.yaml <==
# yosys + openroad results
pwr:
  switching_share_pct: 18.7
  p_seq_share_pct: 55.3
  clockPowerShare_pct: 44.7
  cellLeakagePower_nw: 0.551
  worst_ir_drop_vdd_uv: 88.9
  p_switching_w: 0.0000781
  power.internal_w: 0.000340
  cellPowerDensity_nw_per_um2: 308
  power_frac_comb_pct: 0
drt:
  antennaDiodeCount: 0
  vias_per_cell: 3.36
  first_pass_iters: 4
  route.detailed.drc: 0
  routedWlPerCell_um: 7.39
  routed_wl_um: 1620
  dr_total_vias: 735
  ant_nets: 0
  drt_iter0_markers: 19
clocking:
  clkTransAtPathRegs_ns: 0.06
  cts_resized: 0
  clkSinkCount: 29
  htree_levels: 2
  clk_latency_ns: 0.27
  cts_setup_buffers: 0
  cts_tree: "yes"
  clk_path_buf_depth: 2
  clockRootBuffer: "clkbuf_8"
  holdBufCountCts: 0
  numCtsBuffers: 5
synth:
  ys_area_sq_um: 1160
  synth_async_sr_flop_share_pct: 0
  syn_area_per_cell_sq_um: 10.1
  synthCells: 115
  yosys.area.top_type: "dfxtp_1"
  synth_cell_types: 20
  synth.most_common_cell: "dfxtp_1"
  synth_area_sq_um: 1160
  synth.area.top_cells: "dfxtp_1 (50%), xor2_1 (14%), xnor2_1 (6.8%)"
  ys_seq_share_pct: 50.2
  edf_count: 0
  yosys_warnings: 1
  ys_ff: 29
  flop_cell: "dfxtp_1"
  top_cells_by_count: "dfxtp_1 (29), xor2_1 (18), nand2_1 (9), xnor2_1 (9), nand3_1 (8)"
  top_cell_area_share_pct: 50.2
  ys_cells: 115
grt:
  grt_pass1_wl_um: 2870
  overflow: 0
  antenna_found_initial: 0
  grt_usage_pct: 2.99
  grt_start_max_net_pins: 12
  grt_pass1_vias: 653
final_layout:
  final_cell_area_sq_um: 1360
  largest-register: "counter"
  syn2layout_area_growth_pct: 17.3
  final_util_pct: 18.6
  fillers: 838
  layout.area.comb_sq_um: 538
  top_regs: "counter: 29 flops"
  drive_gt1_share_pct: 8.33
  ff_latch_area_sq_um: 581
  largest_reg_flops: 29
worst_setup_path:
  crit_arrival_ns: 1.08
  r2r_slack_ns: 3.22
  crit_family: "buffers and inverters"
  critical_path_buf_inv_count: 1
  required_ns: 4.00
  crit_chain: "clkdlybuf4s50_1"
  critical_path_class: "reg2out"
  cp_max_fo: 2
  cpPeakStageDelay_ns: 0.47
  startpoint_type: "flip-flop"
  crit_path_top_delay_cell: "clkdlybuf4s50_1"
  endpoint_kind: "output port"
timing:
  setup_viol: 0
  min_period_over_period_pct: 41.6
  fin_skew_ns: 0.00331
  finalCriticalPeriod_ns: 2.08
  tns_ns: 0
  hold_viol: 0
  slew_headroom_pct: 68.1
  fmax_mhz: 480
  rsz0062_at_grt: "false"
  final_max_slew_viol_count: 0
  setup_slack_ns: 2.92
  worstMarginPinSlew_ns: 0.479
place:
  place_area_sq_um: 1270
  hpwlAfterDp_um: 1110
  gp_congestion: 0.764
  dp_slack_ns: 3.20
  portBuffers: 1
worst_hold_path:
  hold_path.class: "reg2reg"
floorplanning:
  die_h_um: 107
  row_count: 31
  fp.dieW_um: 107
  io_pins: 2
  chipArea_sq_um: 11400
  initCoreUtil_pct: 15.9
  core_area_sq_um: 7290
job:
  warning_count: 25
  maxCapViolCount: 0
run_status:
  outcome: "complete, no violations"
layout by cell type (no fill, tap or decap), types with 3 or more instances in the layout:
cell	count
and3_1	3
clkbuf_8	6
dfxtp_1	29
inv_1	5
nand2_1	9
nand3_1	8
nand4_1	4
nor2_1	6
nor3_1	6
nor4_1	5
nor4_2	3
xnor2_1	9
xor2_1	18
power groups by stage:
stage | Sequential, W | Clock, W | Combinational (W)
after CTS | 0.000231 | 0.000195 | 0.000000000273
after global routing | 0.000231 | 0.000205 | 0.000000000273
final | 0.000231 | 0.000187 | 0.000000000273
stage by stage:
stage,cells,hold slack [ns],power (W)
after global placement,212,0.380,0.000236
after floorplan,115,0.370,0.000236
after detailed placement,212,0.386,0.000236
after CTS,219,0.400,0.000426
after global routing,219,0.419,0.000436
final,219,0.400,0.000418
kinds of logic after synthesis:
group         count (synthesis)  share of synthesized area, %
simple gates                 50                          25.0
flops                        29                          50.2
fa+ha+maj                     1                          1.08
xor+xnor                     27                          20.4
buf+inv                       8                          3.35
metal layers:
layer,vias up,part of all wire [%],track usage (%)
li1,400,-,-
met1,323,56,4.29
met2,10,37,3.69
met3,2,7.0,1.76
met4,0,0.62,0.677
met5,-,0,0
layout make-up:
| class | instances | share of cell area [%] |
|---|---|---|
| multi-input cells | 78 | 39.6 |
| clock buffers | 7 | 6.36 |
| repair buffers | 1 | 0.737 |
| flip-flops and latches | 29 | 42.8 |
| inverters | 5 | 1.38 |
| well taps | 99 | 9.12 |
path summary, 6_finish.rpt:
path | start | end | cells past startpoint
min reg2reg | counter[0]$_DFF_P_ | counter[0]$_DFF_P_ | 1
max reg2reg | counter[8]$_DFF_P_ | counter[19]$_DFF_P_ | 4
max | counter[28]$_DFF_P_ | slow_clk | 1
min | counter[0]$_DFF_P_ | counter[0]$_DFF_P_ | 1
Power and IR drop assume default switching activity.
